==> /design/flow/design.v <==
`timescale 1ns / 1ps
module lfsr_8bit_function1 (
    input wire clk1,           
    input wire rst,
    output wire [7:0] out_pattern1  
    );
reg [7:0] lfsr1_reg;  
always @(posedge clk1) begin
    if (rst) begin
        lfsr1_reg <= 8'b00000001; 
    end
    else begin
        lfsr1_reg <= {lfsr1_reg[6:0], lfsr1_reg[0] ^ lfsr1_reg[1] ^ lfsr1_reg[2] ^ lfsr1_reg[7]};
    end
end
assign out_pattern1 = lfsr1_reg;
endmodule
`timescale 1ns / 1ps
module lfsr_8bit_function2 (
    input wire clk2,           
    input wire rst,           
    output wire [7:0] out_pattern2  
    );
reg [7:0] lfsr2_reg;  
always @(posedge clk2) begin
    if (rst) begin
        lfsr2_reg <= 8'b00000001;
    end
    else begin
        lfsr2_reg <= {lfsr2_reg[6:0], lfsr2_reg[1] ^ lfsr2_reg[3] ^ lfsr2_reg[4] ^ lfsr2_reg[6]};
    end
end
assign out_pattern2 = lfsr2_reg;
endmodule
`timescale 1ns / 1ps
module lfsr_bit_transmitter (
    input wire clk, clk_out,          
    input wire reset,         
    input wire [7:0] data_in,data_in1, 
    input wire enable,
    input wire user_input,
    output wire data_out,
    output wire data_out1,
    output wire xored       
);
reg data_out_reg,data_out_reg1;
reg xored_reg;
reg [2:0] counter,counter1;           
assign data_out = data_out_reg;
assign data_out1 = data_out_reg1;
assign xored =xored_reg;
always @(posedge clk) begin
    if (reset) begin
        counter <= 3'b0;          
        data_out_reg <= 1'b0;         
    end
    else if(enable && !reset) begin
        data_out_reg <= data_in[counter];
        counter <= (counter == 3'b111) ? 3'b0 : counter + 1;
    end
end
always @(posedge clk) begin
    if (reset) begin
        counter1 <= 3'b0;          
        data_out_reg1 <= 1'b0;         
    end
    else if(enable && !reset) begin
        data_out_reg1 <= data_in1[counter1];
        counter1 <= (counter1 == 3'b111) ? 3'b0 : counter1 + 1;
    end
end
always@(posedge clk)    
    begin
        if(reset)
            xored_reg <= 0;
                else if(enable) 
                xored_reg <= user_input ^ data_out ^ data_out1;
        end
endmodule
`timescale 1ns / 1ps
module ClockDivider (
    input wire clk,   
    output wire out_clk   
);
reg out_clk_reg =0;
reg [2:0] count =0;   
assign out_clk= out_clk_reg;
always @(posedge clk) begin
    if (count == 3'b011) begin
        out_clk_reg <= ~out_clk_reg;   
        count <= 0;   
    end
    else begin
        count <= count + 1;   
    end
end
endmodule
`timescale 1ns / 1ps
module input_data (
    input wire clk3,         
    input wire rst,
    input wire [7:0]input_data,
    input  wire xor_out,        
    input wire enable,
    output wire final_out     
);
reg shift_reg;
reg final_reg;
reg [7:0]output_reg; 
assign final_out = final_reg;
reg [2:0]counter2,counter3;        
always @(posedge clk3) begin
    if (rst) begin
        counter2 <= 3'b0;          
        final_reg <= 1'b0;         
    end
    else if(enable && !rst) begin
        shift_reg <= input_data[counter2];
        counter2 <= (counter2 == 3'b111) ? 3'b0 : counter2 + 1;
    end
end
always@(posedge clk3)
    begin
       if(rst)
         final_reg <= 0;
            else 
                final_reg <= xor_out ^ shift_reg;
            end
endmodule
`timescale 1ns / 1ps
module top_module (
    input wire clk,clk1,                         
    input wire rst,                         
    input wire[7:0]data_in,
    input wire enable,
    input wire user_input,
    input wire [7:0]input_data,
    output wire [7:0]out_pattern1,
    output wire [7:0]out_pattern2,                  
    output wire data_out,data_out1,
    output wire out_clk,
    output wire xored,
    output wire final_out        
    );
reg [7:0]data_out_reg;
reg [2:0]count;
lfsr_8bit_function1 lfsr1_inst (
    .clk1(out_clk),
    .rst(rst),
    .out_pattern1(out_pattern1)
);
lfsr_8bit_function2 lfsr2_inst (
    .clk2(out_clk),
    .rst(rst),
    .out_pattern2(out_pattern2)
);
lfsr_bit_transmitter trans1(
         .clk(clk),
         .reset(rst),
         .clk_out(out_clk),
         .data_in(out_pattern1), 
         .data_in1(out_pattern2), 
         .enable(enable),
         .user_input(user_input),  
         .data_out(data_out),  
         .data_out1(data_out1),  
         .xored(xored));  
  input_data in_da(
           .clk3(clk),
           .rst(rst),
           .input_data(input_data),  
           .xor_out(xored), 
           .enable(enable),
           .final_out(final_out)  
          ) ;       
ClockDivider clk_div(
              .clk(clk),
              .out_clk(out_clk));
endmodule
==> /design/flow/run.sh <==
#!/bin/bash
# OpenROAD 26Q1-2900-gdf79404cd8, Yosys 0.63+post, stock flow scripts
make -C /OpenROAD-flow-scripts/flow DESIGN_CONFIG=/design/flow/config.mk WORK_HOME=/design/flow/orfs finish
==> /design/flow/config.mk <==
export PLATFORM = sky130hd
export DESIGN_NAME = top_module
export DESIGN_NICKNAME = top_module
export VERILOG_FILES = /design/flow/design.v
export SDC_FILE = /design/flow/constraint.sdc
export NUM_CORES = 4
export LEC_CHECK = 1
export CORE_AREA = 10 10 98 98
export DIE_AREA = 0 0 108 108
==> /design/flow/constraint.sdc <==
current_design top_module

set clk_period 1.7
set clk_io_pct 0.2

create_clock -name clk0 -period $clk_period [get_ports {clk}]

set non_clock_inputs [all_inputs -no_clocks]
set_input_delay [expr $clk_period * $clk_io_pct] -clock clk0 $non_clock_inputs
set_output_delay [expr $clk_period * $clk_io_pct] -clock clk0 [all_outputs]
==> flow_metrics.env <==
# implementation run metrics
export IMPL_status="finished, final reports clean"
export IMPL_synth_avg_cell_area_sq_um=11.4
export IMPL_logic_area_sq_um=531
export IMPL_drt_wl_total_um=2280
export IMPL_core_sq_um=7650
export IMPL_die_y_um=108
export IMPL_cp_max_fo=6
export IMPL_yosys_most_used_dff="dfxtp_1"
export IMPL_synth_flops=29
export IMPL_yosysWarnings=7
export IMPL_clock_skew_final_ns=0.00478
export IMPL_ctsResizeCount=0
export IMPL_max_freq_ghz=0.688
export IMPL_worstPathArrival_ns=1.56
export IMPL_tool_warnings=42
export IMPL_edf_count=1
export IMPL_ys_cells=103
export IMPL_topCellsByArea="dfxtp_1 (48%), nor2b_1 (8.0%), ha_1 (6.4%)"
export IMPL_top_cells_by_count="dfxtp_1 (28), nor2b_1 (15), nor2_1 (10), mux2i_1 (7), ha_1 (6)"
export IMPL_slew_violations=0
export IMPL_met2_usage=0.0616
export IMPL_rows=32
export IMPL_ant_nets=0
export IMPL_io_buffers=23
export IMPL_dieArea_sq_um=11700
export IMPL_numCtsBuffers=3
export IMPL_cts_root_buf="clkbuf_8"
export IMPL_pin_count=42
export IMPL_end_kind="register"
export IMPL_gp_congestion=0.764
export IMPL_met1_usage=0.0596
export IMPL_drive_gt1_frac=0.0930
export IMPL_setup_viol=0
export IMPL_hold_viol_final=0
export IMPL_overflow=0
export IMPL_grt_pass1_wl_um=3880
export IMPL_wl_per_cell_um=9.88
export IMPL_die_w_um=108
export IMPL_top_area_cell="dfxtp_1"
export IMPL_area_delta_synth_final_pct=33.4
export IMPL_fp_util=0.153
export IMPL_hold_depth=1
export IMPL_power_density_nw_per_um2=447
export IMPL_clk_pin_slew_ns=0.06
export IMPL_worst_ir_drop_vdd_uv=582
export IMPL_fin_hold_ws_ns=0.419
export IMPL_period_minus_slack_ns=1.45
export IMPL_yosys_area_sq_um=1170
export IMPL_drt_first_pass_iters=4
export IMPL_netlist_cell_type_count=24
export IMPL_drv_cap=0
export IMPL_cp_depth=3
export IMPL_critPathBufInv=0
export IMPL_fillCellCount=826
export IMPL_worstHoldPathType="reg -> reg"
export IMPL_grt_pass1_vias=768
export IMPL_rsz0062_at_grt="no"
export IMPL_dp_hpwl_um=1820
export IMPL_num_vias=756
export IMPL_use_met3=0.0151
export IMPL_htree_levels=1
export IMPL_cts_max_path_buffers=2
export IMPL_async_flop_share=0
export IMPL_r2r_cells=3
export IMPL_clock_latency_ns=0.24
export IMPL_leakage_nw=0.610
export IMPL_path_cells="mux4_2 -> a22oi_1 -> a311oi_1"
export IMPL_period_used=0.855
export IMPL_register_area_sq_um=591
export IMPL_diodes=0
export IMPL_start_kind="register"
export IMPL_unclocked_pins=16
export IMPL_drc=0
export IMPL_netlist_area_leader_share=0.478
export IMPL_antenna_found_initial=0
export IMPL_grt_max_degree=18
export IMPL_cpPeakStageDelay_ns=0.54
export IMPL_untimed_endpoints=32
export IMPL_avgViaCountPerCell=3.27
export IMPL_setup_tns_ns=0
export IMPL_dr_first_iter_drc_count=31
export IMPL_top_usage_layer="met2"
export IMPL_yosysSeqAreaShare=0.503
export IMPL_cts_hold_buf=0
export IMPL_top_cell="dfxtp_1"
export IMPL_synth_area_sq_um=1170
export IMPL_critPathKind="reg -> reg"
export IMPL_slowest_stage="mux4_2"
export IMPL_grt_use_total=0.0415
export IMPL_post_cts_buffers=0
export IMPL_cts_tree="yes"
export IMPL_synth_cells=103
export IMPL_critPathTopFamily="multiplexers"
export IMPL_critPathRequiredTime_ns=1.80
==> cells by family (layout without fill, tap and decap cells) <==
| family | after synthesis | count (layout) | synth area share |
|---|---|---|---|
| simple gates | 34 | 34 | 0.161 |
| flops | 29 | 29 | 0.503 |
| mux | 11 | 11 | 0.117 |
| buf+inv | 8 | 34 | 0.0448 |
| compound gates | 7 | 7 | 0.0416 |
| xor+xnor | 7 | 7 | 0.0650 |
| fa+ha+maj | 6 | 6 | 0.0640 |
| other cells | 1 | 1 | 0.00320 |
==> area by class of cell <==
type / instances / share of cell area
clock buffers: 4 / 0.0288
inverters: 3 / 0.00719
multi-input cells: 66 / 0.339
flip-flops and latches: 29 / 0.377
well taps: 102 / 0.0815
repair buffers: 27 / 0.166
==> through the flow <==
step | setup slack [ns] | total power, mW | cell area (sq um) | instances | utilization
finish | 0.246 | 0.700 | 1570 | 231 | 0.205
global route | 0.127 | 0.746 | 1570 | 231 | 0.205
CTS | 0.225 | 0.722 | 1570 | 231 | 0.205
detailed placement | 0.240 | 0.438 | 1520 | 227 | 0.199
global placement | 0.246 | 0.437 | 1520 | 227 | 0.199
floorplan | 0.382 | 0.406 | 1170 | 103 | -
==> cell usage in the layout, fill, tap and decap left out <==
| master | instances |
|---|---|
| clkbuf_8 | 3 |
| mux2i_1 | 7 |
| clkbuf_1 | 1 |
| inv_1 | 3 |
| nand3b_1 | 3 |
| nor3b_1 | 2 |
| a211oi_2 | 1 |
| edfxtp_1 | 1 |
| clkdlybuf4s50_1 | 23 |
| a22oi_1 | 1 |
| conb_1 | 1 |
| ha_1 | 6 |
| buf_4 | 4 |
| nand2_1 | 2 |
| xor3_1 | 1 |
| nor2_1 | 10 |
| mux2_2 | 2 |
| nand2b_1 | 2 |
| a21oi_1 | 4 |
| mux4_2 | 2 |
| dfxtp_1 | 28 |
| xor2_1 | 4 |
| xnor2_1 | 2 |
| a311oi_1 | 1 |
| nor2b_1 | 15 |
==> path summary, 6_finish.rpt <==
check                         start                   to  slack, ns
setup / recovery  trans1.counter[0]  trans1.data_out_reg       0.25
hold / removal     clk_div.count[0]     clk_div.count[0]       0.42
setup reg to reg  trans1.counter[0]  trans1.data_out_reg       0.25
hold reg to reg    clk_div.count[0]     clk_div.count[0]       0.42
==> per-layer routing <==
metal / part of all wire / routed length, um
met2: 0.42 / 960
met1: 0.51 / 1150
met3: 0.072 / 165
met4: 0.0018 / 4
met5: 0 / 0
==> worst register-to-register path: cells and delay by family (launching register included) <==
kind           cells  cell delay (ns)
AND-OR/OR-AND      2             0.32
multiplexers       1             0.54
flip-flops         1             0.45
==> where the power goes <==
group	internal, mW	leakage [nW]	switching [mW]
clock network	0.165	0.0228	0.106
registers	0.323	0.241	0.0172
logic	0.0554	0.346	0.0330
total	0.543	0.610	0.156
Power figures rest on the tool's default switching activity, not on a simulated workload.
